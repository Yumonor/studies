[constraint.sdc]
current_design SET

set clk_period 15.2
set clk_io_pct 0.2

create_clock -name clk0 -period $clk_period [get_ports {clk}]

set non_clock_inputs [all_inputs -no_clocks]
set_input_delay [expr $clk_period * $clk_io_pct] -clock clk0 $non_clock_inputs
set_output_delay [expr $clk_period * $clk_io_pct] -clock clk0 [all_outputs]
[run.sh]
#!/bin/bash
# OpenROAD 26Q1-2900-gdf79404cd8, Yosys 0.63+post, stock flow scripts
make -C /OpenROAD-flow-scripts/flow DESIGN_CONFIG=/design/flow/config.mk WORK_HOME=/design/flow/orfs finish
[config.mk]
export PLATFORM = sky130hd
export DESIGN_NAME = SET
export DESIGN_NICKNAME = SET
export VERILOG_FILES = /design/flow/design.v
export SDC_FILE = /design/flow/constraint.sdc
export NUM_CORES = 4
export LEC_CHECK = 1
export CORE_UTILIZATION = 50
[design.v]
module JUDGE(square_x,square_y,square_r,ans);
	input [7:0] square_x,square_y,square_r;				 
	output ans;					 
	wire [7:0] diff_square;
	assign diff_square = square_r - square_x - square_y;
	assign ans = (diff_square[7]) ? 1'b0 : 1'b1;
endmodule
module Multipiler(A,Product);
	input [3:0] A;
	output [7:0] Product;
	wire [7:0] temp0,temp1,temp2;
	assign temp0 = A[0] ? {A,A}>>1:{4'd0,A}>>1;
	assign temp1 = temp0[0] ? (temp0+{A,4'd0})>>1:temp0>>1;
	assign temp2 = temp1[0] ? (temp1+{A,4'd0})>>1:temp1>>1;
	assign Product = temp2[0] ? (temp2+{A,4'd0})>>1:temp2>>1;
endmodule
module COUNT(A,B,C,mode,state,CountIn,CountOut);
	input A;
	input B;
	input C;
	input [1:0] mode;
	input [1:0] state;
	input [7:0] CountIn;
	output [7:0] CountOut;
	wire m0,m1,m2,m3;
	wire w0,w1,w2,w3;
	and (m0,A,~mode[0],~mode[1]);
	and (m1,A,B,mode[0],~mode[1]);
	xor (w0,A,B);
	and (m2,w0,~mode[0],mode[1]);
	xnor (w1,A,B,C);
	or (w2,A,B,C);
	and (m3,w1,w2,mode[0],mode[1]);
	xor (w3,state[0],state[1]);
	assign CountOut = (m0|m1|m2|m3)&w3 ? CountIn+7'd1 : CountIn;
endmodule
module CONTROL(cs,target_cs,en,ns,target_ns,valid,busy);
	input [1:0] cs;	
	input [7:0] target_cs;
	input en;
	output reg [1:0] ns;
	output reg [7:0] target_ns;
	output valid;
	output busy;
	always@(*) begin
		case(cs)
			2'd0: 
			begin
				ns = (en) ? 2'd1:2'd0;
				target_ns = (en) ? (target_cs[3:0] & 4'b1000) ? target_cs+8'h09:target_cs+8'h01 : 8'h11;
			end
			2'd1: 
			begin
				ns = (target_cs!=8'h87) ? 2'd1:2'd2;
				target_ns = (target_cs[3:0] & 4'b1000) ? target_cs+8'h09 : target_cs+8'h01;
			end
			2'd2: 
			begin
				ns = 2'd3;
				target_ns = target_cs;
			end
			2'd3: 
			begin
				ns = 2'd0;
				target_ns = 8'h10;
			end
		endcase
	end
	assign valid = (cs==2'd3) ? 1'b1:1'b0;
	assign busy = (cs!=2'd0) ? 1'b1:1'b0; 
endmodule
module SET ( clk , rst, en, central, radius, mode, busy, valid, candidate);
	input clk, rst;
	input en;
	input [23:0] central;
	input [11:0] radius;
	input [1:0] mode;
	output busy;
	output valid;
	output [7:0] candidate;
	reg [1:0] cs;		
	reg [1:0] ns;
	reg [7:0] target_ns;
	reg [7:0] target_cs;	
	reg [7:0] CountIn;
	wire ans_A,ans_B,ans_C;
	wire [3:0] xdiff_A,xdiff_B,xdiff_C;
	wire [3:0] ydiff_A,ydiff_B,ydiff_C;
	wire [7:0] Prod_rA,Prod_rB,Prod_rC;		
	wire [7:0] Prod_xdA,Prod_xdB,Prod_xdC;
	wire [7:0] Prod_ydA,Prod_ydB,Prod_ydC;
	always@(posedge clk or posedge rst) begin
		if(rst) begin
			cs <= 2'd0;
			target_cs <= 8'h10;
			CountIn <= 8'd0;
		end
		else begin
			cs <= ns;
			target_cs <= target_ns;
			CountIn <= (cs==2'd3)?8'd0:candidate;
		end
	end 
	CONTROL CT(cs,target_cs,en,ns,target_ns,valid,busy);
	Subtractor S0(central[23:20],target_cs[7:4],xdiff_A);
	Subtractor S1(central[19:16],target_cs[3:0],ydiff_A);
	Subtractor S2(central[15:12],target_cs[7:4],xdiff_B);
	Subtractor S3(central[11:8],target_cs[3:0],ydiff_B);
	Subtractor S4(central[7:4],target_cs[7:4],xdiff_C);
	Subtractor S5(central[3:0],target_cs[3:0],ydiff_C);
	Multipiler M0(xdiff_A,Prod_xdA);
	Multipiler M1(ydiff_A,Prod_ydA);
	Multipiler M2(xdiff_B,Prod_xdB);
	Multipiler M3(ydiff_B,Prod_ydB);
	Multipiler M4(xdiff_C,Prod_xdC);
	Multipiler M5(ydiff_C,Prod_ydC);
	Multipiler M6(radius[11:8],Prod_rA);
	Multipiler M7(radius[7:4],Prod_rB);
	Multipiler M8(radius[3:0],Prod_rC);
	JUDGE JA(Prod_xdA,Prod_ydA,Prod_rA,ans_A);
	JUDGE JB(Prod_xdB,Prod_ydB,Prod_rB,ans_B);
	JUDGE JC(Prod_xdC,Prod_ydC,Prod_rC,ans_C);
	COUNT C0(ans_A,ans_B,ans_C,mode,cs,CountIn,candidate);
endmodule
module Subtractor(A,B,diff);
	input [3:0] A;
	input [3:0] B;
	output [3:0] diff;
	assign diff = A+(~B)+4'd1;
endmodule
==> metrics.yaml <==
placement:
  gp_congestion: 0.8391
  io_buffers: 50
  post-place-ws_ns: 0.9164
  placedInstanceArea_um2: 6325
  dp_hpwl_um: 9430
die:
  initial_utilization_pct: 51.99
  core.rowCount: 38
  die_width_um: 108.6
  ios: 51
  fp.dieArea_um2: 11800
  die_y_um: 108.6
  coreArea_um2: 10940
synthesis:
  yosys.area.top_type: "ha_1"
  syn_inst: 720
  ys_cells: 720
  ys_warn_count: 2
  avgSynthCellArea_um2: 7.896
  synth_cell_type_count: 62
  postSynth.asyncResetShare_pct: 100.0
  synthTopCellsByCount: "ha_1 (100), inv_1 (93), nand2_1 (54), nor2_1 (54), o21ai_0 (54)"
  synth-edff-count: 0
  syn_area_um2: 5685
  ys_ff: 18
  yosys-top-cells-area: "ha_1 (22%), fa_1 (12%), dfrtp_1 (7.5%)"
  ys_seq_share_pct: 7.945
  top_cell: "ha_1"
  yosysChipArea_um2: 5685
  top_cell_area_share_pct: 22.01
  flop_cell: "dfrtp_1"
cells_and_area:
  synthToLayoutAreaGrowth_pct: 12.76
  final_area_um2: 6411
  fillers: 953
  drive_gt1_share_pct: 3.129
  final_core_util_pct: 58.63
  logic_area_um2: 4837
  area.sequential_um2: 451.7
route:
  wl_per_cell_um: 12.43
  drt_wl_total_um: 11270
  ant_nets: 0
  viasPerCell: 5.362
  dr.pass1.iters: 5
  drtIter0Drc: 243
  num_vias: 4863
  drc: 0
  antenna_cells: 0
clocking:
  cts_tree: "built"
  clockBufferDepth: 2
  htreeDepth: 1
  cts_sinks: 18
  clk_pin_slew_ns: 0.05
  ctsRootBufferMaster: "clkbuf_16"
  cts_inserted_buffers: 3
  hold_buffers: 0
  clkLatencyLatePin_ns: 0.25
setup_path:
  arrival_ns: 11.18
  r2r.worst_path.cells: 33
  cp_common_cell: "ha_1"
  crit_slowest_cell: "fa_1"
  start_kind: "primary input"
  cpPeakStageDelay_ns: 0.49
  crit_fanout: 12
  path_buffers: 6
  worstPathRequired_ns: 12.16
  critical-path-top-delay-family: "adder cells"
  cp.depth: 36
  critical_path_class: "primary input to primary output"
  end_kind: "primary output"
timing:
  setup_violations: 0
  fin_ws_ns: 0.9850
  rsz0062_at_grt: "no"
  max_clock_freq_mhz: 70.35
  tightest_slew_ns: 0.7145
  hold_viol: 0
  slew_violations: 0
  skew_ns: 0.006979
  fin_crit_sh_pct: 93.52
  slew_headroom_pct: 52.31
  fin_tns_setup_ns: 0
  layout_min_cycle_time_ns: 14.22
power_and_ir_drop:
  pwr-share-clk_pct: 9.1
  p_leak_uw: 0.003055
  p_total_uw: 578.6
  switching_power_uw: 263.0
  internal-power_uw: 315.6
  comb_power_share_pct: 79.5
  powerDensity_nw_per_um2: 90.25
  sw_frac_of_total_pct: 45.45
  seqPwrFrac_pct: 11.4
  ir_drop_uv: 84.47
global_route:
  grt_max_degree: 19
  grt_overflow: 0
  grt.total_usage_pct: 21.30
  grt_pass1_vias: 4466
  grt_pass1_wl_um: 20070
  antenna_found_initial: 0
job:
  cap_violations: 0
  tool_warnings: 37
hold_path:
  hold_path_class: "register to register"
  hold_depth: 2
status:
  status: "finished, final reports clean"
[timing repair]
action,4_1_cts,5_1_grt
resized,0,1
setup endpoints to repair,0,1
setup buffers,0,0
[stage by stage]
stage / hold WS, ns / std cells
6_report: 0.5464 / 907
3_5_place_dp: 0.5318 / 903
2_1_floorplan: 0.4933 / 725
3_3_place_gp: 0.5190 / 903
4_1_cts: 0.5502 / 907
5_1_grt: 0.5836 / 907
[power groups by stage]
stage	sequential [uW]	clock, uW	combinational [uW]
finish	65.8	52.5	460
global route	67.2	56.3	538
CTS	65.9	54.4	467
[logic make-up (layout without fill, tap and decap cells)]
family	Yosys count	in the layout	synth area share (%)
adders and majority gates	133	133	33.63
buffers and inverters	108	150	7.438
DFF	18	18	7.945
AOI/OAI and AO/OA	188	188	20.93
muxes	23	23	4.203
and+or+nand+nor	202	202	17.39
xor gates and xnor gates	47	47	8.407
other	1	6	0.06596
[per-layer routing]
layer	wire length, um	GRT usage [%]	vias up	part of all wire [%]
li1	-	-	2579	-
met1	5784	33.90	2200	51
met2	5113	34.45	80	45
met3	306	1.097	4	2.7
met4	68	1.062	0	0.60
met5	0	0	-	0
[worst paths after layout]
| path | from | endpoint | slack [ns] |
|---|---|---|---|
| worst max-delay path | central[20] | candidate[5] | 0.98 |
| worst min-delay path | target_cs[1] | target_cs[1] | 0.55 |
| worst max register to register | target_cs[4] | CountIn[5] | 6.97 |
| worst min register to register | target_cs[1] | target_cs[1] | 0.55 |
| max in group asynchronous | rst | target_cs[5] | 11.54 |
| min in group asynchronous | rst | CountIn[7] | 3.21 |
[sequential cells by signal (all words and copies together), names as in the netlist, named ones only]
signal,cells
cs,1
target_cs,8
CountIn,8
[worst reg2reg max path, delay by kind of cell, from the launching register on]
family / cells / cell delay, ns
fa+ha+maj: 8 / 2.78
flops: 1 / 0.67
buf+inv: 3 / 0.21
simple gates: 7 / 1.77
mux: 4 / 0.80
xor+xnor: 2 / 0.46
compound gates: 9 / 1.43
[cell type report]
| class | instances | share of cell area [%] |
|---|---|---|
| clock buffers | 4 | 1.230 |
| inverters | 94 | 5.504 |
| multi-input cells | 599 | 75.45 |
| flip-flops and latches | 18 | 7.045 |
| well taps | 140 | 2.732 |
| repair buffers | 52 | 8.041 |
[layout by cell type, fill, tap and decap left out, drive strengths merged, types with 9 or more instances in the layout]
| master | count |
|---|---|
| a21boi | 9 |
| a21o | 15 |
| a21oi | 38 |
| a31oi | 12 |
| and2 | 16 |
| clkdlybuf4s50 | 50 |
| dfrtp | 17 |
| fa | 33 |
| ha | 100 |
| inv | 93 |
| mux2i | 16 |
| nand2 | 54 |
| nand2b | 16 |
| nand3 | 15 |
| nor2 | 54 |
| nor2b | 12 |
| nor3 | 9 |
| o21a | 14 |
| o21ai | 62 |
| or3 | 10 |
| xnor2 | 33 |
| xor2 | 10 |
No activity file was given, so power comes from the tool's default toggle rates.
